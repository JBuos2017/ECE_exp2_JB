$ cat ./config.mk
export PLATFORM = sky130hd
export DESIGN_NAME = DAC_display
export DESIGN_NICKNAME = DAC_display
export VERILOG_FILES = /design/flow/design.v
export SDC_FILE = /design/flow/constraint.sdc
export NUM_CORES = 4
export LEC_CHECK = 1
export CORE_UTILIZATION = 40
$ cat ./constraint.sdc
current_design DAC_display

set clk_period 5.5
set clk_io_pct 0.2

create_clock -name clk0 -period $clk_period [get_ports {clk}]

set non_clock_inputs [all_inputs -no_clocks]
set_input_delay [expr $clk_period * $clk_io_pct] -clock clk0 $non_clock_inputs
set_output_delay [expr $clk_period * $clk_io_pct] -clock clk0 [all_outputs]
$ cat ./design.v
`timescale 1ns / 1ps
module DAC_display(clk, rst, btn, add_sel, dac_csn, dac_ldacn, dac_wrn, dac_a_b, dac_d, led_out,LCD_E, LCD_RS, LCD_RW, LCD_DATA);
input clk, rst;
input [5:0] btn;
input add_sel;
output reg dac_csn, dac_ldacn, dac_wrn, dac_a_b;
output reg [7:0]dac_d;
output reg [7:0] led_out;
output LCD_E, LCD_RS, LCD_RW;
output reg [7:0] LCD_DATA;
reg [7:0] dac_d_temp;
reg [7:0] cnt;
wire [5:0] btn_t;
reg [1:0] state;
parameter DELAY = 2'b00;
parameter SET_WRN = 2'b01;
parameter UP_DATA = 2'b10;
oneshot_universal #(.WIDTH(6)) u1(clk, rst, {btn[5:0]}, {btn_t[5:0]});
text_LCD t1(rst, clk, dac_d, LCD_E, LCD_RS, LCD_RW, LCD_DATA);
always @(posedge clk or negedge rst)
begin
    if(!rst) begin
        state <= DELAY;
        cnt <= 0;
    end
    else begin
        case(state)
            DELAY : begin
                if(cnt >= 200) begin
                    state <= SET_WRN;
                    cnt <= 0;
                end
                else cnt <= cnt + 1;
            end
            SET_WRN : begin
                if(cnt >= 50) begin
                    state <= UP_DATA;
                    cnt <= 0;
                end
                else cnt <= cnt + 1;
            end
            UP_DATA : begin
                if(cnt >= 30) begin
                    state <= DELAY;
                    cnt <= 0;
                end
                else cnt <= cnt + 1;
            end
        endcase
    end
end
always @(posedge clk or negedge rst)
begin
    if(!rst) begin
        dac_wrn <= 1;
    end
    else begin
        case(state)
            DELAY :
                dac_wrn <= 1;
            SET_WRN :
                dac_wrn <= 0;
            UP_DATA : 
                dac_d <= dac_d_temp;
        endcase
    end
end     
always @(posedge clk or negedge rst)
begin
    if(!rst) begin
        dac_d_temp <= 8'b0000_0000;
        led_out <= 8'b0101_0101;
    end
    else begin
        if(btn_t == 6'b100000) dac_d_temp <= dac_d_temp - 8'b0000_0001;
        else if(btn_t == 6'b010000) dac_d_temp <= dac_d_temp + 8'b0000_0001;
        else if(btn_t == 6'b001000) dac_d_temp <= dac_d_temp - 8'b0000_0010;
        else if(btn_t == 6'b000100) dac_d_temp <= dac_d_temp + 8'b0000_0010;
        else if(btn_t == 6'b000010) dac_d_temp <= dac_d_temp - 8'b0000_1000;
        else if(btn_t == 6'b000001) dac_d_temp <= dac_d_temp + 8'b0000_1000;
        led_out <= dac_d_temp;
    end
end     
always @(posedge clk) begin
    dac_csn <= 0;
    dac_ldacn <= 0;
    dac_a_b <= add_sel;  
end
endmodule
`timescale 1ns / 1ps
module oneshot_universal(clk, rst, btn, btn_trig);
parameter WIDTH = 1;
input clk, rst;
input [WIDTH-1:0] btn;
reg [WIDTH-1:0] btn_reg;
output reg [WIDTH-1:0] btn_trig;
always @(negedge rst or posedge clk) begin
    if(!rst) begin
        btn_reg <= {WIDTH{1'b0}};
        btn_trig <= {WIDTH{1'b0}};
    end
    else begin
        btn_reg <= btn;
        btn_trig <= btn & ~btn_reg;
    end
end
endmodule
`timescale 1ns / 1ps
module text_LCD(rst, clk, dac_d, LCD_E, LCD_RS, LCD_RW, LCD_DATA);
input rst, clk;
input [7:0] dac_d; 
output LCD_E, LCD_RS, LCD_RW;
output reg [7:0] LCD_DATA;
wire LCD_E;
reg DAC_num;
reg LCD_text;
reg LCD_RS, LCD_RW;
reg [2:0] state; 
parameter DELAY = 3'b000,
          FUNCTION_SET = 3'b001,
          ENTRY_MODE = 3'b010,
          DISP_ONOFF = 3'b011,
          LINE1 = 3'b100,
          DELAY_T = 3'b110,
          CLEAR_DISP = 3'b111;
integer cnt;
always @(posedge clk or negedge rst)
begin
    if(!rst) begin
        state = DELAY;
        cnt = 0;
    end
    else
    begin
        case(state)
            DELAY : begin
                if(cnt >= 70) begin
                    state = FUNCTION_SET;
                    cnt = 0;
                end
                else cnt = cnt + 1;
            end
            FUNCTION_SET : begin
                if(cnt >= 30) begin
                    state = DISP_ONOFF;
                    cnt = 0;
                end
                else cnt = cnt + 1;
            end
            DISP_ONOFF : begin
                if(cnt >= 30) begin
                    state = ENTRY_MODE;
                    cnt = 0;
                end
                else cnt = cnt + 1;
            end
            ENTRY_MODE : begin
                if(cnt >= 30) begin
                    state = LINE1;
                    cnt = 0;
                end
                else cnt = cnt + 1;
            end
            LINE1 : begin
                if(cnt >= 20) begin
                    state = DELAY_T;
                    cnt = 0;
                end
                else cnt = cnt + 1;
            end
            DELAY_T : begin
                if(cnt >= 5) begin
                    state = CLEAR_DISP;
                    cnt = 0;
                end
                else cnt = cnt + 1;
            end
            CLEAR_DISP : begin
                if(cnt >= 5) begin
                    state = LINE1;
                    cnt = 0;
                end
                else cnt = cnt + 1;
            end
            default : state = DELAY;
        endcase
    end
end
always @(posedge clk or negedge rst)
begin
    if(!rst) 
        {LCD_RS, LCD_RW, LCD_DATA} = 10'b1_1_00000000;
    else begin
        case(state)
            FUNCTION_SET :
                {LCD_RS, LCD_RW, LCD_DATA} = 10'b0_0_0011_1000;
            DISP_ONOFF :
                {LCD_RS, LCD_RW, LCD_DATA} = 10'b0_0_0000_1100;
            ENTRY_MODE :
                {LCD_RS, LCD_RW, LCD_DATA} = 10'b0_0_0000_0110;
            LINE1 :
                begin
                    case(DAC_num)
                        0 : LCD_text = 10'b1_0_0011_0000;
                        1 : LCD_text = 10'b1_0_0011_0001;
                    endcase
                    case(cnt)
                    00 : begin
                        DAC_num = dac_d[7]; 
                        {LCD_RS, LCD_RW, LCD_DATA} = DAC_num;
                    end
                    01 : begin
                        DAC_num = dac_d[6]; 
                        {LCD_RS, LCD_RW, LCD_DATA} = DAC_num;
                    end
                    02 : begin
                        DAC_num = dac_d[5]; 
                        {LCD_RS, LCD_RW, LCD_DATA} = DAC_num;
                    end
                    03 : begin
                        DAC_num = dac_d[4]; 
                        {LCD_RS, LCD_RW, LCD_DATA} = DAC_num;
                    end
                    04 : begin
                        DAC_num = dac_d[3]; 
                        {LCD_RS, LCD_RW, LCD_DATA} = DAC_num;
                    end
                    05 : begin
                        DAC_num = dac_d[2]; 
                        {LCD_RS, LCD_RW, LCD_DATA} = DAC_num;
                    end
                    06 : begin
                        DAC_num = dac_d[1]; 
                        {LCD_RS, LCD_RW, LCD_DATA} = DAC_num;
                    end
                    07 : begin
                        DAC_num = dac_d[0]; 
                        {LCD_RS, LCD_RW, LCD_DATA} = DAC_num;
                    end
                    default : {LCD_RS, LCD_RW, LCD_DATA} = 10'b1_0_0010_0000;  
                endcase
           end
            DELAY_T : 
                {LCD_RS, LCD_RW, LCD_DATA} = 10'b0_0_0000_0010;
            CLEAR_DISP :
                {LCD_RS, LCD_RW, LCD_DATA} = 10'b0_0_0000_0001;
            default :
                {LCD_RS, LCD_RW, LCD_DATA} = 10'b1_1_0010_0000;
         endcase
     end
end
assign LCD_E = clk;
endmodule
$ cat ./run.sh
#!/bin/bash
# OpenROAD 26Q1-2900-gdf79404cd8, Yosys 0.63+post, stock flow scripts
make -C /OpenROAD-flow-scripts/flow DESIGN_CONFIG=/design/flow/config.mk WORK_HOME=/design/flow/orfs finish
==> flow_metrics.env <==
# flow metrics
export IMPL_avgSynthCellArea_um2=10.15
export IMPL_regArea_um2=2449
export IMPL_power_total_uw=1969
export IMPL_ys_async_sr_fraction_pct=90.63
export IMPL_grt_pass1_vias=3824
export IMPL_fin_setup_tns_ns=0
export IMPL_cts_tree="yes"
export IMPL_hp_start="u1.btn_reg[0]"
export IMPL_antenna_found_initial=0
export IMPL_sw_frac_of_total_pct=27.56
export IMPL_largest_reg_flops=32
export IMPL_worstReg2RegEnd="t1.cnt[20]"
export IMPL_mostFrequentLayoutCells="dfrtp_1 (78), nand2_1 (37), clkdlybuf4s50_1 (34)"
export IMPL_drc=0
export IMPL_p_clk_share_pct=38.1
export IMPL_ios=40
export IMPL_ys_area_um2=5207
export IMPL_die_h_um=116.1
export IMPL_top_area_cell="dfrtp_1"
export IMPL_ys_seq_share_pct=47.02
export IMPL_grt_usage_pct=18.45
export IMPL_start_kind="clock port"
export IMPL_path_cells="clkbuf_16 > clkbuf_16 > clkdlybuf4s50_1"
export IMPL_netlist_area_um2=5207
export IMPL_hold_path_class="reg2reg"
export IMPL_min_to="u1.btn_trig[0]"
export IMPL_grt_pass1_wl_mm=19.03
export IMPL_switching_power_uw=542.7
export IMPL_fp_util_pct=41.10
export IMPL_crit_arrival_ns=3.39
export IMPL_grt_max_degree=49
export IMPL_synth_distinct_cells=79
export IMPL_core_area_um2=12670
export IMPL_reg2reg_depth=9
export IMPL_path_delay_family="buffers and inverters"
export IMPL_port_buffers=35
export IMPL_cts_repair_resized=0
export IMPL_cp_common_cell="clkbuf_16"
export IMPL_p_int_uw=1427
export IMPL_gr_total_overflow=0
export IMPL_drt_iter0_markers=176
export IMPL_cp_required_ns=4.40
export IMPL_ir_worst_vdd_v=0.0002480
export IMPL_dp_hpwl_mm=7.674
export IMPL_crit_buf_inv=3
export IMPL_powerDensity_nw_per_um2=329.6
export IMPL_clk_latency_ns=0.46
export IMPL_edf_count=8
export IMPL_comb_area_um2=2505
export IMPL_dr_pass1_iters=4
export IMPL_cp_depth=3
export IMPL_hold_viol=0
export IMPL_vias=4063
export IMPL_area_leaders="dfrtp_1 (37%), edfxtp_1 (4.6%), dfstp_2 (4.5%)"
export IMPL_crit_type="clk2out"
export IMPL_top_area_share_pct=37.48
export IMPL_cap_violations=0
export IMPL_setup_violations=0
export IMPL_relSlewSlack_pct=40.69
export IMPL_drive_above_1_share_pct=12.18
export IMPL_postSynthCellCount=513
export IMPL_gp_congestion=0.8566
export IMPL_finalWirelength_mm=11.31
export IMPL_num_antenna_cells=0
export IMPL_ys_flop_type="dfrtp_1"
export IMPL_p_seq_share_pct=45.8
export IMPL_synth_flops=96
export IMPL_fillers=1156
export IMPL_slowest_delay_ns=0.39
export IMPL_finalMaxSlewViolations=0
export IMPL_cp_max_fo=2
export IMPL_rrSetupSlack_ns=2.61
export IMPL_layout_cells_most_common="dfrtp_1"
export IMPL_rsz0062_at_grt="false"
export IMPL_post_cts_buffers=0
export IMPL_worst_pin_slew_ns=0.8897
export IMPL_clock_skew_ns=0.008184
export IMPL_r2r_start="t1.cnt[0]"
export IMPL_wl_per_cell_um=15.84
export IMPL_min_path_cells=1
export IMPL_tool_warnings=34
export IMPL_yosys_stat_cells=513
export IMPL_yosys_warnings=3
export IMPL_area_growth_pct=14.75
export IMPL_dieArea_um2=13480
export IMPL_ant_nets=0
export IMPL_endpoint_kind="output port"
export IMPL_rows=41
export IMPL_leakage_uw=0.002353
export IMPL_vias_per_cell=5.690
export IMPL_outcome="complete, no violations"
export IMPL_combPwrFrac_pct=16.1
export IMPL_die_w_um=116.1
export IMPL_holdBufCountCts=0
export IMPL_largest_register="t1.cnt"
export IMPL_path_clk_slew_ns=0.06
export IMPL_critPathSlowestCell="clkdlybuf4s50_1"
-- synth_stat cells (all sizes together) (3+ instances only) --
master	count
a22o	3
mux2	3
nor2	32
o21bai	3
o41ai	5
a221oi	4
nand4	11
and3	6
or3	4
a211oi	4
clkbuf	8
or2	4
o31ai	19
nor4	10
a22oi	5
inv	20
o32ai	3
nor3b	7
nand3	31
nor3	14
or4	3
dfstp	9
o22ai	6
nand3b	5
nor2b	10
buf	22
dfrtp	78
o311ai	6
nand2	38
xnor2	7
ha	14
o21ai	35
and2	4
o211ai	13
xor2	6
a21oi	20
edfxtp	8
-- how the worst max path moves through the flow --
stage	startpoint	endpoint	slack, ns
after CTS	clk	LCD_E	1.01
after global routing	clk	LCD_E	0.99
final	clk	LCD_E	1.01
-- final cells by class --
cell class                      count  area share [%]
Clock buffer                       14           5.255
Inverter                           20           1.256
Tap cell                          172           3.601
Timing Repair Buffer               36           5.905
Clock inverter                      6           1.089
Multi-Input combinational cell    370           41.92
Sequential cell                    96           40.98
-- layer usage --
metal / track usage, % / vias up / part of all wire, %
met1: 27.77 / 1983 / 46
met4: 4.188 / 0 / 2.1
met3: 2.801 / 19 / 4.0
met5: 0 / - / 0
met2: 29.33 / 81 / 48
li1: - / 1980 / -
-- per-stage QoR --
step / cells / utilization, % / hold WS [ns] / cell area, um2 / worst slack [ns]
floorplan: 516 / - / 0.3777 / 5219 / 1.552
global placement: 695 / 44.25 / 0.3838 / 5607 / 1.283
detailed placement: 695 / 44.25 / 0.3833 / 5607 / 1.283
CTS: 714 / 47.16 / 0.3975 / 5976 / 1.008
global route: 714 / 47.16 / 0.4031 / 5976 / 0.9883
finish: 714 / 47.16 / 0.3936 / 5976 / 1.013
-- power by group through the flow --
stage,clock (uW),combinational [uW],sequential (uW)
after global routing,804,357,915
final,750,318,902
after CTS,771,321,901
-- kinds of logic (layout without fill, tap and decap cells) --
group                    after synthesis  count (layout)  share of synthesized area, %
AND/OR/NAND/NOR                      189             189                         20.50
adder cells (fa/ha/maj)               15              15                         3.748
flip-flops                            96              96                         47.02
AND-OR/OR-AND                        146             146                         20.74
other                                  1               4                       0.07201
multiplexers                           3               3                        0.6487
XOR/XNOR                              13              13                         2.186
buffers and inverters                 50              76                         5.094
Power figures rest on the tool's default switching activity, not on a simulated workload.
