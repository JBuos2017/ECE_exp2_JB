--- ./config.mk ---
export PLATFORM = sky130hd
export DESIGN_NAME = text_LCD_basic
export DESIGN_NICKNAME = text_LCD_basic
export VERILOG_FILES = /design/flow/design.v
export SDC_FILE = /design/flow/constraint.sdc
export NUM_CORES = 4
export LEC_CHECK = 1
export CORE_UTILIZATION = 40
--- ./run.sh ---
#!/bin/bash
# OpenROAD 26Q1-2900-gdf79404cd8, Yosys 0.63+post, stock flow scripts
make -C /OpenROAD-flow-scripts/flow DESIGN_CONFIG=/design/flow/config.mk WORK_HOME=/design/flow/orfs finish
--- ./constraint.sdc ---
current_design text_LCD_basic

set clk_period 4.0
set clk_io_pct 0.2

create_clock -name clk0 -period $clk_period [get_ports {clk}]

set non_clock_inputs [all_inputs -no_clocks]
set_input_delay [expr $clk_period * $clk_io_pct] -clock clk0 $non_clock_inputs
set_output_delay [expr $clk_period * $clk_io_pct] -clock clk0 [all_outputs]
--- ./design.v ---
`timescale 1ns / 1ps
module text_LCD_basic(rst, clk, LCD_E, LCD_RS, LCD_RW, LCD_DATA, LED_out);
input rst, clk;
output LCD_E, LCD_RS, LCD_RW;
output reg [7:0] LCD_DATA;
output reg [7:0] LED_out;
wire LCD_E;
reg LCD_RS, LCD_RW;
reg [2:0] state; 
parameter DELAY = 3'b000,
          FUNCTION_SET = 3'b001,
          ENTRY_MODE = 3'b010,
          DISP_ONOFF = 3'b011,
          LINE1 = 3'b100,
          LINE2 = 3'b101,
          DELAY_T = 3'b110,
          CLEAR_DISP = 3'b111;
integer cnt;
always @(posedge clk or negedge rst)
begin
    if(!rst) begin
        state = DELAY;
        cnt = 0;
    end
    else
    begin
        case(state)
            DELAY : begin
                LED_out = 8'b1000_0000;
                if(cnt >= 70) begin
                    state = FUNCTION_SET;
                    cnt = 0;
                end
                else cnt = cnt + 1;
            end
            FUNCTION_SET : begin
                LED_out = 8'b0100_0000;
                if(cnt >= 30) begin
                    state = DISP_ONOFF;
                    cnt = 0;
                end
                else cnt = cnt + 1;
            end
            DISP_ONOFF : begin
                LED_out = 8'b0010_0000;
                if(cnt >= 30) begin
                    state = ENTRY_MODE;
                    cnt = 0;
                end
                else cnt = cnt + 1;
            end
            ENTRY_MODE : begin
                LED_out = 8'b0001_0000;
                if(cnt >= 30) begin
                    state = LINE1;
                    cnt = 0;
                end
                else cnt = cnt + 1;
            end
            LINE1 : begin
                LED_out = 8'b0000_1000;
                if(cnt >= 20) begin
                    state = LINE2;
                    cnt = 0;
                end
                else cnt = cnt + 1;
            end
            LINE2 : begin
                LED_out = 8'b0000_0100;
                if(cnt >= 20) begin
                    state = DELAY_T;
                    cnt = 0;
                end
                else cnt = cnt + 1;
            end
            DELAY_T : begin
                LED_out = 8'b0000_0010;
                if(cnt >= 5) begin
                    state = CLEAR_DISP;
                    cnt = 0;
                end
                else cnt = cnt + 1;
            end
            CLEAR_DISP : begin
                LED_out = 8'b0000_0001;
                if(cnt >= 5) begin
                    state = LINE1;
                    cnt = 0;
                end
                else cnt = cnt + 1;
            end
            default : state = DELAY;
        endcase
    end
end
always @(posedge clk or negedge rst)
begin
    if(!rst) 
        {LCD_RS, LCD_RW, LCD_DATA} = 10'b1_1_00000000;
    else begin
        case(state)
            FUNCTION_SET :
                {LCD_RS, LCD_RW, LCD_DATA} = 10'b0_0_0011_1000;
            DISP_ONOFF :
                {LCD_RS, LCD_RW, LCD_DATA} = 10'b0_0_0000_1100;
            ENTRY_MODE :
                {LCD_RS, LCD_RW, LCD_DATA} = 10'b0_0_0000_0110;
            LINE1 :
                begin
                    case(cnt)
                    00 : {LCD_RS, LCD_RW, LCD_DATA} = 10'b0_0_1000_0000;
                    01 : {LCD_RS, LCD_RW, LCD_DATA} = 10'b1_0_0010_0000;  
                    02 : {LCD_RS, LCD_RW, LCD_DATA} = 10'b1_0_0100_1000;  
                    03 : {LCD_RS, LCD_RW, LCD_DATA} = 10'b1_0_0100_0101;  
                    04 : {LCD_RS, LCD_RW, LCD_DATA} = 10'b1_0_0100_1100;  
                    05 : {LCD_RS, LCD_RW, LCD_DATA} = 10'b1_0_0100_1100;  
                    06 : {LCD_RS, LCD_RW, LCD_DATA} = 10'b1_0_0100_1111;  
                    07 : {LCD_RS, LCD_RW, LCD_DATA} = 10'b1_0_0010_0000;  
                    08 : {LCD_RS, LCD_RW, LCD_DATA} = 10'b1_0_0101_0111;  
                    09 : {LCD_RS, LCD_RW, LCD_DATA} = 10'b1_0_0100_1111;  
                    10 : {LCD_RS, LCD_RW, LCD_DATA} = 10'b1_0_0101_0010;  
                    11 : {LCD_RS, LCD_RW, LCD_DATA} = 10'b1_0_0100_1100;  
                    12 : {LCD_RS, LCD_RW, LCD_DATA} = 10'b1_0_0100_0100;  
                    13 : {LCD_RS, LCD_RW, LCD_DATA} = 10'b1_0_0010_0001;  
                    14 : {LCD_RS, LCD_RW, LCD_DATA} = 10'b1_0_0010_0000;  
                    15 : {LCD_RS, LCD_RW, LCD_DATA} = 10'b1_0_0010_0000;  
                    16 : {LCD_RS, LCD_RW, LCD_DATA} = 10'b1_0_0010_0000;  
                    default : {LCD_RS, LCD_RW, LCD_DATA} = 10'b1_0_0010_0000;  
                endcase
           end
           LINE2 :
                begin
                    case(cnt)
                    00 : {LCD_RS, LCD_RW, LCD_DATA} = 10'b0_0_1100_0000;
                    01 : {LCD_RS, LCD_RW, LCD_DATA} = 10'b1_0_0011_0010;  
                    02 : {LCD_RS, LCD_RW, LCD_DATA} = 10'b1_0_0011_0000;  
                    03 : {LCD_RS, LCD_RW, LCD_DATA} = 10'b1_0_0011_0001;  
                    04 : {LCD_RS, LCD_RW, LCD_DATA} = 10'b1_0_0011_0111;  
                    05 : {LCD_RS, LCD_RW, LCD_DATA} = 10'b1_0_0011_0100;  
                    06 : {LCD_RS, LCD_RW, LCD_DATA} = 10'b1_0_0011_0100;  
                    07 : {LCD_RS, LCD_RW, LCD_DATA} = 10'b1_0_0011_0000;  
                    08 : {LCD_RS, LCD_RW, LCD_DATA} = 10'b1_0_0011_0000;  
                    09 : {LCD_RS, LCD_RW, LCD_DATA} = 10'b1_0_0011_0101;  
                    10 : {LCD_RS, LCD_RW, LCD_DATA} = 10'b1_0_0011_0000;  
                    11 : {LCD_RS, LCD_RW, LCD_DATA} = 10'b1_0_0010_0000;  
                    12 : {LCD_RS, LCD_RW, LCD_DATA} = 10'b1_0_0101_0000;  
                    13 : {LCD_RS, LCD_RW, LCD_DATA} = 10'b1_0_0100_1010;  
                    14 : {LCD_RS, LCD_RW, LCD_DATA} = 10'b1_0_0100_0010;  
                    15 : {LCD_RS, LCD_RW, LCD_DATA} = 10'b1_0_0010_0000;  
                    16 : {LCD_RS, LCD_RW, LCD_DATA} = 10'b1_0_0010_0000;  
                    default : {LCD_RS, LCD_RW, LCD_DATA} = 10'b1_0_0010_0000;  
                endcase
            end
            DELAY_T : 
                {LCD_RS, LCD_RW, LCD_DATA} = 10'b0_0_0000_0010;
            CLEAR_DISP :
                {LCD_RS, LCD_RW, LCD_DATA} = 10'b0_0_0000_0001;
            default :
                {LCD_RS, LCD_RW, LCD_DATA} = 10'b1_1_0010_0000;
         endcase
     end
end
assign LCD_E = clk;
endmodule
==> qor.txt <==
setup repair after global routing missed its margin -> no
outcome -> completed
Final Cell Area -> 3760 sq um
via count of the first global-routing pass -> 2328
register clock-pin slew on the reported worst setup and hold paths -> 60 ps
drt via density -> 5.61
length of the first detailed-routing pass in iterations -> 4
chip area estimate from yosys synthesis -> 3290 sq um
LEAKAGE -> 1.57 nW
Worst Setup Start Kind -> clock port
y dimension of the die -> 92.8 microns
cell breakdown of the critical path -> clkbuf_8 > clkbuf_8 > clkdlybuf4s50_1
Setup Skew -> 7.22 ps
Post-Syn Instances -> 329
Vias -> 2514
start-to-end type of the worst setup path -> clock port to output port
data arrival time of the critical path -> 2600 ps
area of the mapped netlist -> 3290 sq um
Clock Power Share -> 0.517
power share of the sequential group -> 0.471
count of warning messages emitted by the tools -> 32
count of library flops with an enable pin -> 8
number of warnings printed during yosys synthesis -> 1
maximum fanout along the worst path -> 2
syn_area_per_cell -> 10.0 sq um
most numerous cell on the critical path -> sky130_fd_sc_hd__clkbuf_8
final sum of negative setup slack -> 0 ps
Chip Footprint -> 8600 sq um
final weighted congestion in routability-driven placement -> 0.860
fraction of synthesis flops using an asynchronous set or reset pin -> 0.862
total track usage -> 0.176
post-cts sizing count -> 0
critical register-to-register path startpoint -> cnt[2]
# Cells Yosys -> 329
highest ir drop seen on vdd -> 227 uV
cell at the slowest stage of the critical path -> sky130_fd_sc_hd__clkdlybuf4s50_1
post-DP HPWL -> 4.47 mm
core area -> 7850 sq um
largest stage delay on the critical path -> 380 ps
max_slew headroom -> 0.556
worst r2r path cells -> 5
net switching share of the total power -> 0.195
initial antenna violation count -> 0
combinational share of power -> 0.012
maximum number of pins on one net before global-route repair -> 34
CTS Hold Buffers Added -> 0
Worst Slack Setup Final -> 596 ps
wire length of the first global-routing pass -> 11.6 mm
share of post-route cells with drive strength above 1 -> 0.118
sum of overflow across all layers after global routing -> 0
register-to-register setup slack -> 1250 ps
max-capacitance violation count -> 0
CP Data Required Time -> 3200 ps
Synth Seq Share -> 0.454
count of antenna-violating nets left after detailed routing -> 0
antenna diode count -> 0
Setup violations, final -> 0
number of DRC violations after detailed routing -> 0
number of register bits inferred by synthesis -> 58
floorplan-stage core utilization -> 0.420
internal power contribution -> 1.03 mW
Clk Latency, worst-skew pair -> 450 ps
Iter 0 DRT Violations -> 164
most common flop cell mapped by yosys -> sky130_fd_sc_hd__dfrtp_1
Post-CTS Repair Setup Buffers -> 0
worst min path class -> input pin to asynchronous set/reset pin
area added between synthesis and finish -> 14.2%
FP Rows -> 32
number of top-level design ports -> 21
number of hold violations in the final report -> 0
routed wire length -> 6.88 mm
Die Span X -> 92.8 microns
TritonCTS clock tree -> yes
# fillers -> 738
Synth cell types -> 50
I/O Buffers -> 20
slew of the pin with the lowest slew margin -> 666 ps
Placed Area -> 3510 sq um
power density cells -> 339 nW/um^2
placement-stage worst setup slack -> 833 ps
average wire length per cell after detail routing -> 15.4 microns
net switching power figure -> 0.249 mW
launching element of the worst setup path -> clk
Critical Path End Type -> output port
final-report max-slew violation count -> 0
reg-to-reg endpoint -> cnt[29]
kinds of logic after synthesis:
logic type      Yosys count  synth area share
fa+ha+maj                 8            0.0304
simple gates            109             0.186
buf+inv                  40            0.0600
mux                       8            0.0296
compound gates           82             0.176
xor+xnor                 24            0.0638
flops                    58             0.454
worst max path at each step:
stage	endpoint	slack, ps	depth (start not counted)
CTS	LCD_E	590	3
global route	LCD_E	560	3
finish	LCD_E	600	3
sequential cells by signal, summed over array words and instances (netlist names), named ones only:
register  cells
cnt          32
LCD_DATA      8
LCD_RW        1
LCD_RS        1
state         4
LED_out       8
area by class of cell:
class / instances / area [sq um] / area share
inverter: 13 / 48.8 / 0.0130
sequential: 58 / 1500 / 0.397
tap: 102 / 128 / 0.0339
multi-input combinational: 231 / 1610 / 0.428
timing repair buffer: 24 / 223 / 0.0592
clock buffer: 13 / 175 / 0.0466
clock inverter: 7 / 83.8 / 0.0223
per-layer routing:
metal | vias up | track usage | wire, microns | share of wire
met2 | 49 | 0.265 | 3210 | 0.47
met1 | 1215 | 0.275 | 3330 | 0.48
met3 | 6 | 0.0434 | 287 | 0.042
met4 | 0 | 0.0192 | 53 | 0.0077
li1 | 1244 | - | - | -
met5 | - | 0 | 0 | 0
worst max-delay path, delay by kind of cell:
family	cells	cell delay, ps
buffers and inverters	3	600
metrics by stage:
step / power (mW) / cells / util / hold WS, ps
2_1_floorplan: 0.623 / 329 / - / 480
3_3_place_gp: 0.644 / 429 / 0.448 / 488
3_5_place_dp: 0.644 / 429 / 0.448 / 491
4_1_cts: 1.29 / 448 / 0.479 / 349
5_1_grt: 1.32 / 448 / 0.479 / 373
6_report: 1.28 / 448 / 0.479 / 342
cells in the mapped netlist, types with 2 or more instances:
master,instances,area share
sky130_fd_sc_hd__a211oi_1,30,0.068
sky130_fd_sc_hd__a21oi_1,9,0.014
sky130_fd_sc_hd__a221oi_2,3,0.014
sky130_fd_sc_hd__a22o_1,2,0.0053
sky130_fd_sc_hd__a22oi_1,4,0.0091
sky130_fd_sc_hd__a31oi_1,4,0.0076
sky130_fd_sc_hd__and2_1,3,0.0057
sky130_fd_sc_hd__and3_1,16,0.030
sky130_fd_sc_hd__and4_1,2,0.0053
sky130_fd_sc_hd__buf_2,2,0.0030
sky130_fd_sc_hd__buf_4,2,0.0046
sky130_fd_sc_hd__buf_6,5,0.017
sky130_fd_sc_hd__clkbuf_1,18,0.021
sky130_fd_sc_hd__dfrtp_1,47,0.36
sky130_fd_sc_hd__dfstp_2,3,0.024
sky130_fd_sc_hd__edfxtp_1,8,0.073
sky130_fd_sc_hd__ha_1,8,0.030
sky130_fd_sc_hd__inv_1,13,0.015
sky130_fd_sc_hd__mux2_2,4,0.014
sky130_fd_sc_hd__mux2i_1,3,0.0091
sky130_fd_sc_hd__nand2_1,23,0.026
sky130_fd_sc_hd__nand3_1,13,0.020
sky130_fd_sc_hd__nand4_1,11,0.021
sky130_fd_sc_hd__nor2_1,10,0.011
sky130_fd_sc_hd__nor2b_1,4,0.0076
sky130_fd_sc_hd__nor3_1,5,0.0076
sky130_fd_sc_hd__nor3b_1,2,0.0046
sky130_fd_sc_hd__nor4_1,7,0.013
sky130_fd_sc_hd__o21ai_0,18,0.027
sky130_fd_sc_hd__o31ai_1,4,0.0091
sky130_fd_sc_hd__or3_1,5,0.0095
sky130_fd_sc_hd__xnor2_1,4,0.011
sky130_fd_sc_hd__xor2_1,20,0.053
power groups by stage:
stage / Clock, mW / Combinational [mW] / Sequential [mW]
4_1_cts: 0.675 / 0.0162 / 0.600
5_1_grt: 0.705 / 0.0183 / 0.600
6_report: 0.660 / 0.0153 / 0.600
placed cells by master, fill, tap and decap left out, drive strengths merged, types with 5 or more instances in the layout:
cell type	n
clkbuf	12
nand2	23
nand3	13
nand4	11
nor3	7
buf	6
inv	13
and3	16
or3	5
nor2	10
xor2	20
edfxtp	8
nor4	7
dfrtp	47
a211oi	30
a21oi	9
clkdlybuf4s50	19
ha	8
o21ai	18
Power and IR drop assume default switching activity.
